### design.v
module branch_history_register #(parameter M = 4) (
    input logic clk,
    input logic reset,
    input logic branch_outcome,   
    output logic [M-1:0] bhr_out  
);
    always_ff @(posedge clk or posedge reset) begin
        if (reset) 
            bhr_out <= 0;  
        else 
            bhr_out <= {bhr_out[M-2:0], branch_outcome};  
    end
endmodule
module clk_div (
    input logic clk,reset,
    output logic clk_out
);
logic [31:0] count;
always_ff @( posedge clk ) begin : blockName
    if (reset)
    begin
        clk_out <= 0;
        count <= 0;
    end
    else
    begin
        count <= count +1;
        if (count == 50000000 -1)
        begin
            clk_out <= ~clk_out;
            count <= 0;
        end
        else
        begin
            clk_out <= clk_out;
        end
    end
end
endmodule
module mnk_bit_predictor #(parameter K = 4,
                        parameter N = 2,
                        parameter M = 4
                        ) (
    input logic clk,
    input logic reset,
    input logic [K-1:0] index,
    input logic [M-1:0] bhr_in,
    input logic branch_outcome,        
    output logic prediction            
);
    logic [N-1:0] pht [((1<<K)*(1<<M))-1:0];  
    logic [K + M -1:0] new_index;
    assign new_index = {bhr_in,index};
    assign prediction = pht[new_index][N-1];
    always_ff @(posedge clk , posedge reset) begin
        if (reset) begin
            for (int i = 0; i < (1<<K)*(1<<M); i++)
                pht[i] <= 0;  
        end
        else begin
            if (branch_outcome) begin
                if (~(&pht[new_index]))
                    pht[new_index] <= pht[new_index] + 1;
            end
            else begin
                if (pht[new_index] > 0)
                    pht[new_index] <= pht[new_index] - 1;
            end
        end
    end
endmodule
module predictor_top #(parameter M = 3, parameter K = 4, parameter N = 3) (
    input logic clk,
    input logic reset,
    input logic [K-1:0] index,
    input logic branch_outcome,  
    output logic prediction,      
    output logic success
);
    logic [M-1:0] bhr_out;      
    logic clk_out ;
    clk_div ck(.clk(clk),.reset(reset),.clk_out(clk_out));
    branch_history_register #(M) bhr_inst (
        .clk(clk_out),
        .reset(reset),
        .branch_outcome(branch_outcome),
        .bhr_out(bhr_out)
    );
    mnk_bit_predictor #(K, N, M) pht_inst (
        .clk(clk_out),
        .reset(reset),
        .index(index),
        .bhr_in (bhr_out),
        .branch_outcome(branch_outcome),
        .prediction(prediction)
    );
    always_comb  begin
        if (prediction == branch_outcome)
        begin success = 1; end
        else begin
        success = 0;
        end
    end 
endmodule
### run.sh
#!/bin/bash
# OpenROAD 26Q1-2900-gdf79404cd8, Yosys 0.63+post, stock flow scripts
make -C /OpenROAD-flow-scripts/flow DESIGN_CONFIG=/design/flow/config.mk WORK_HOME=/design/flow/orfs finish
### config.mk
export PLATFORM = sky130hd
export DESIGN_NAME = predictor_top
export DESIGN_NICKNAME = predictor_top
export VERILOG_FILES = /design/flow/design.v
export SDC_FILE = /design/flow/constraint.sdc
export NUM_CORES = 4
export LEC_CHECK = 1
export CORE_UTILIZATION = 30
### constraint.sdc
current_design predictor_top

set clk_period 9.4
set clk_io_pct 0.2

create_clock -name clk0 -period $clk_period [get_ports {clk}]

set non_clock_inputs [all_inputs -no_clocks]
set_input_delay [expr $clk_period * $clk_io_pct] -clock clk0 $non_clock_inputs
set_output_delay [expr $clk_period * $clk_io_pct] -clock clk0 [all_outputs]
==> metrics.csv <==
metric;value;unit
CP Data Required Time;7.52;ns
Top Layout Cells;dfrtp_1 (386), mux2_2 (171), a22o_1 (134);
Iteration-0 DRC Markers;1352;
Clock Latency Late Sink;0.27;ns
I/O pin count;9;
delay-heaviest family, CP;buffers and inverters;
R2R setup slack;7.14;ns
die area;73100;sq um
Reg2Reg Depth;7;
P_int;0.281;mW
DR WL/cell;30.7;um
drt pass-1 iters;8;
Synth Seq Share;47.9;%
Routed Antenna Nets;0;
Yosys cell types;87;
Synth Warn #;5;
DRC;0;
CTS Buf Count;5;
cell mode on critical path;buf_4;
total power;0.530;mW
endpoints left unconstrained;387;
placed cell count;2612;
H-tree depth;2;
Hold Path Depth;1;
Net Sw Frac;47.0;%
PortBufs;8;
synth-to-layout area growth;4.92;%
Crit Path Max Fanout;32;
MaxCap Viol Count;0;
CP bufs+invs;4;
YS chip area;21600;sq um
minimum period implied by the final worst setup slack;7.81;ns
Core Region;71400;sq um
Final HPWL DP;56000;um
largest net degree at the start of global routing;130;
non-filler cells, final;2619;
Clock transition at path regs;0.05;ns
RD Place Congestion;1.01;
Synth Area per Inst;12.2;sq um
#FFs+latches synth;420;
outcome;completed;
Setup crit start;index[0];
Final Cell Area;22700;sq um
Via Count;15500;
first-pass GRT wire length;117000;um
register pins left without a clock;387;
clock skew;0.00644;ns
total congestion overflow;0;
Die W;270;um
Critical Path, Cell by Cell;buf_2 -> buf_4 -> nor4b_4 -> buf_4 -> a222oi_1 -> nor2_1 -> nor4_1 -> and4_1 -> a41o_2 -> xnor2_1 -> clkdlybuf4s50_1;
Worst-Margin Slew;0.940;ns
CP Capture Type;primary output;
worst r2r dst;ck.count[4]$_SDFF_PP0_;
Slew Viols, Final;0;
Placed Instance Area;22500;sq um
CP peak stage delay;0.55;ns
Most common reg cell;dfrtp_1;
CP max-delay cell;nor4_1;
CTS root buf;clkbuf_16;
yosys stat cell total;1775;
crit share post-route;83.1;%
Comb pwr share;45.8;%
die height;270;um
HP Start;ck.count[0]$_SDFF_PP0_;
Setup WS pre-CTS;1.73;ns
PnR worst setup slack;1.59;ns
Psw;0.249;mW
CP Class;input port to primary output;
cell area after synthesis;21600;sq um
worst hold endpoint;ck.count[0]$_SDFF_PP0_;
vias in the first global route;15200;
Peak VDD IR;0.000149;V
Reg2Reg Launch Point;ck.count[0]$_SDFF_PP0_;
FP Util;30.3;%
RSZ-0062 raised after global routing;no;
most numerous logic cell after layout;dfrtp_1;
CTS tree;done;
antenna violations before repair;0;
worst rel slew slack;37.3;%
pwr dens;23.4;nW/um^2
hold_buf cts;0;
Sequential Power Share;26.5;%
async set-reset flop share out of synthesis;92.1;%
n_diodes;0;
Final Hold Fails;0;
Clock power frac;27.6;%
flip-flops with a built-in enable;0;
Pleak;9.62;nW
setup violators final;0;
CP arrival;5.93;ns
maximum achievable frequency;128;MHz
total negative setup slack;0;ns
share of layout cells above drive strength 1;24.9;%
Syn Inst Count;1775;
WL final;80300;um
vias per cell;5.92;
row cnt;98;
PostCTS Resize Cnt;0;
GRT Util Overall;22.5;%
postcts setup bufs;0;
Tool Warnings;27;
hold crit path type;flop to flop;
clock buffer depth;2;
nature of the critical path startpoint;input port;
## state kept, by name, summed over array words and instances, names as in the netlist
| register | count |
|---|---|
| ck.clk_out | 1 |
| pht_inst.pht | 384 |
| ck.count | 32 |
| bhr_inst.bhr_out | 3 |
## per-layer routing
layer,wire [um],vias up,global-route usage [%],share of wire (%)
met2,35700,698,33.2,44
met5,54,-,0.987,0.067
met4,2430,2,5.38,3.0
met1,34800,8133,33.5,43
li1,-,6589,-,-
met3,7280,93,6.00,9.1
## per-stage QoR
step	hold WS [ns]	utilization (%)
final	0.447	31.8
after global placement	0.430	31.6
after detailed placement	0.436	31.6
after CTS	0.447	31.8
after global routing	0.489	31.8
after floorplan	0.418	-
## worst max-delay path by stage
stage / depth (start not counted) / slack [ns] / endpoint
finish: 11 / 1.59 / success
global route: 11 / 1.55 / success
CTS: 11 / 1.71 / success
## cell families (layout without fill, tap and decap cells)
logic type      count (synthesis)  in the layout  synth area share [%]
simple gates                  482            482                  16.6
flops                         420            420                  47.9
compound gates                342            342                  12.6
mux                           286            286                  16.2
buf+inv                       210            104                  5.11
xor+xnor                       33             33                  1.34
fa+ha+maj                       2              2                 0.151
## Yosys cell counts, types with 5 or more instances
library cell | count | share of area [%]
nor4b_1 | 6 | 0.24
a31oi_1 | 9 | 0.26
clkbuf_1 | 70 | 1.2
mux2i_1 | 12 | 0.56
nor4_1 | 15 | 0.43
a32oi_1 | 14 | 0.57
nor2b_1 | 9 | 0.26
and4b_1 | 5 | 0.23
and3_1 | 15 | 0.43
nor2_1 | 56 | 0.97
o31ai_1 | 5 | 0.17
nor3_1 | 14 | 0.32
mux2_2 | 171 | 8.9
nand2_1 | 45 | 0.78
o22ai_1 | 19 | 0.55
nand3_1 | 98 | 2.3
xor2_1 | 23 | 0.93
nor4bb_1 | 6 | 0.28
a21oi_1 | 19 | 0.44
clkbuf_2 | 6 | 0.14
inv_1 | 16 | 0.28
o211ai_1 | 9 | 0.31
a22oi_1 | 77 | 2.7
dfrtp_1 | 387 | 45
xnor2_1 | 10 | 0.41
buf_2 | 79 | 1.8
o2bb2ai_1 | 5 | 0.20
nand4_1 | 102 | 3.0
mux2_4 | 80 | 5.6
buf_12 | 5 | 0.46
nand4_4 | 50 | 4.9
o21ai_0 | 8 | 0.19
buf_1 | 8 | 0.14
and2_1 | 14 | 0.41
a222oi_1 | 7 | 0.32
a221oi_1 | 5 | 0.20
mux2_1 | 23 | 1.2
and3b_1 | 7 | 0.28
a22o_1 | 134 | 5.4
dfxtp_1 | 33 | 3.1
and4_1 | 8 | 0.32
buf_4 | 17 | 0.59
buf_6 | 7 | 0.37
## area by class of cell
class / instances / area (sq um)
clock inverters: 1 / 5.00
repair buffers: 80 / 613
multi-input cells: 1145 / 10300
fillers: 7091 / 48700
well taps: 950 / 1190
inverters: 17 / 71.3
clock buffers: 6 / 129
flip-flops and latches: 420 / 10300
## power groups by stage
stage                 combinational [mW]  clock, mW  sequential, mW
after CTS                          0.243      0.150           0.141
after global routing               0.257      0.158           0.141
final                              0.243      0.146           0.141
No activity file was given, so power comes from the tool's default toggle rates.
